<file path="flow/run.sh">
#!/bin/bash
# OpenROAD 26Q1-2900-gdf79404cd8, Yosys 0.63+post, stock flow scripts
make -C /OpenROAD-flow-scripts/flow DESIGN_CONFIG=/design/flow/config.mk WORK_HOME=/design/flow/orfs finish
</file>
<file path="flow/design.v">
package usertype;
typedef enum logic  [3:0] { No_action	= 4'd0 ,
                            Buy			= 4'd1 ,
							Sell		= 4'd2 ,
							Deposit		= 4'd4 , 
							Use_item	= 4'd6 ,
							Check 		= 4'd8 ,
							Attack      = 4'd10
							}  Action ;
typedef enum logic  [3:0] { No_Err       		= 4'd0 ,
                            Already_Have_PKM	= 4'd1 ,
							Out_of_money		= 4'd2 ,
							Bag_is_full			= 4'd4 , 
							Not_Having_PKM	    = 4'd6 ,
						    Has_Not_Grown	    = 4'd8 ,
							Not_Having_Item		= 4'd10 ,
							HP_is_Zero			= 4'd13
							}  Error_Msg ;
typedef enum logic  [3:0] { No_type			= 4'd0 ,
							Grass		 	= 4'd1 ,
							Fire	     	= 4'd2 ,
                            Water	     	= 4'd4 , 
							Electric     	= 4'd8 ,
							Normal			= 4'd5
							}  PKM_Type ;
typedef enum logic  [3:0] { No_stage		= 4'd0 ,
							Lowest		 	= 4'd1 ,
							Middle	     	= 4'd2 ,
                            Highest	     	= 4'd4  
							}  Stage ;
typedef enum logic  [3:0] { No_item			= 4'd0 ,
							Berry	       	= 4'd1 ,
							Medicine      	= 4'd2 ,
							Candy			= 4'd4 ,
                            Bracer	     	= 4'd8 ,
							Water_stone		= 4'd9 ,
							Fire_stone		= 4'd10,
							Thunder_stone	= 4'd12
							}  Item ;
typedef enum logic  [1:0] { No_stone		= 2'd0 ,
							W_stone    		= 2'd1 ,
							F_stone     	= 2'd2 ,
							T_stone			= 2'd3 
							}  Stone ;
typedef logic [7:0] Player_id;
typedef logic [3:0] Item_num;
typedef logic [13:0] Money;
typedef logic [15:0] Money_ext;
typedef logic [7:0] HP;
typedef logic [7:0] ATK;
typedef logic [7:0] EXP;
typedef struct packed {
	Item_num	berry_num;
	Item_num	medicine_num;
	Item_num	candy_num;
	Item_num	bracer_num;
	Stone		stone;
	Money		money;
} Bag_Info; 
typedef struct packed {
	Stage		stage;
	PKM_Type	pkm_type;
	HP			hp;
	ATK			atk;
	EXP			exp;
} PKM_Info; 
typedef struct packed {
	Bag_Info	bag_info;
	PKM_Info	pkm_info;
} Player_Info; 
typedef union packed{ 
	Money_ext	d_money;
	Player_id	[1:0]d_id;
    Action		[3:0]d_act;
	PKM_Type	[3:0]d_type;
	Item		[3:0]d_item;
} DATA;
typedef enum logic [3:0]{
	S_IDLE = 4'd0,
	S_ID = 4'd1,
	S_BUY = 4'd2,
	S_SELL = 4'd3,
	S_DEPOSIT = 4'd4,
	S_CHECK = 4'd5,
	S_USE = 4'd6,
	S_ATTACK = 4'd7,
	S_OP = 4'd8,
	S_WR = 4'd9,
	S_WR_ATK = 4'd10
} State_Machine;
endpackage
import usertype::*;  
module CC(
	in_n0,
	in_n1, 
	in_n2, 
	in_n3, 
    in_n4, 
	in_n5, 
	opt,
    equ,
	out_n
);
input [3:0]in_n0;
input [3:0]in_n1;
input [3:0]in_n2;
input [3:0]in_n3;
input [3:0]in_n4;
input [3:0]in_n5;
input [2:0] opt;
input equ;
output [9:0] out_n;
integer i;
integer j;
reg [9:0]out_n;
reg signed [4:0] n [5:0];
reg signed [4:0] n2 [5:0];
reg signed [7:0] temp_val;
reg signed [12:0] temp;
always@(*) begin
	n2[0]=(opt[0])? {in_n0[3],in_n0}:{1'b0,in_n0};
    n2[1]=(opt[0])? {in_n1[3],in_n1}:{1'b0,in_n1};
    n2[2]=(opt[0])? {in_n2[3],in_n2}:{1'b0,in_n2};
    n2[3]=(opt[0])? {in_n3[3],in_n3}:{1'b0,in_n3};
    n2[4]=(opt[0])? {in_n4[3],in_n4}:{1'b0,in_n4};
    n2[5]=(opt[0])? {in_n5[3],in_n5}:{1'b0,in_n5};
	if(opt[1])
    begin
	{n[0],n[1],n[2],n[3],n[4],n[5]} = sort_out(n2[0],n2[1],n2[2],n2[3],n2[4],n2[5]);
    end
	else begin
	{n[5],n[4],n[3],n[2],n[1],n[0]} = sort_out(n2[0],n2[1],n2[2],n2[3],n2[4],n2[5]);
    end
    if(!opt[2])begin
		n[1]=n[1]-n[0];
        n[3]=n[3]-n[0];
        n[4]=n[4]-n[0];
        n[5]=n[5]-n[0];
        n[0]=0;
    end
	else begin
		n[1]=((n[0]<<1)+n[1])/3;
		n[2]=((n[1]<<1)+n[2])/3;
		n[3]=((n[2]<<1)+n[3])/3;
		n[4]=((n[3]<<1)+n[4])/3;
		n[5]=((n[4]<<1)+n[5])/3;
	end
	temp_val=(equ)?(n[1]-n[0]):(n[4]<<2)+n[3];
	temp = temp_val * n[5];
    out_n=(equ==0)? (temp)/3:
                     (temp[12])? ~temp+1:
                        temp;
end
function [29:0] sort_out;
	input signed[4:0] in0, in1, in2, in3, in4, in5;
	reg signed[4:0] out0, out1, out2, out3, out4, out5;
	reg signed[4:0] a[0:3], b[0:2], c[0:3], d[0:2], e[0:5], f[0:3], g[0:1];
	begin
		if(in0>in1)begin
			a[0] = in0;
			a[1] = in1;
		end
		else begin
			a[0] = in1;
			a[1] = in0;
		end
		if(a[1]>in2)begin
			a[2] = a[1];
			a[3] = in2;
		end
		else begin
			a[2] = in2;
			a[3] = a[1];
		end
		if(a[0]>a[2])begin
			b[0] = a[0];
			b[1] = a[2];
		end
		else begin
			b[0] = a[2];
			b[1] = a[0];
		end
		b[2] = a[3];	
		if(in3>in4)begin
			c[0] = in3;
			c[1] = in4;
		end
		else begin
			c[0] = in4;
			c[1] = in3;
		end
		if(c[1]>in5)begin
			c[2] = c[1];
			c[3] = in5;
		end
		else begin
			c[2] = in5;
			c[3] = c[1];
		end
		if(c[0]>c[2])begin
			d[0] = c[0];
			d[1] = c[2];
		end
		else begin
			d[0] = c[2];
			d[1] = c[0];
		end
		d[2] = c[3];
		if(b[0]>d[0])begin
			e[0] = b[0];
			e[1] = d[0];
		end
		else begin
			e[0] = d[0];
			e[1] = b[0];
		end
		if(b[1]>d[1]) begin
			e[2] = b[1];
			e[3] = d[1];
		end
		else begin
			e[2] = d[1];
			e[3] = b[1];
		end
		if(b[2]>d[2])begin
			e[4] = b[2];
			e[5] = d[2];
		end
		else begin
			e[4] = d[2];
			e[5] = b[2];
		end
		out0 = e[0] ;
		out5 = e[5] ;
		if(e[1]>e[2])begin
			f[0] = e[1];
			f[1] = e[2];
		end
		else begin
			f[0] = e[2];
			f[1] = e[1];
		end
		if(e[3]>e[4])begin
			f[2] = e[3];
			f[3] = e[4];
		end
		else begin
			f[2] = e[4];
			f[3] = e[3];
		end
		out1 = f[0] ;
		out4 = f[3] ;
		if(f[1]>f[2])begin
			g[0] = f[1];
			g[1] = f[2];
		end
		else begin
			g[0] = f[2];
			g[1] = f[1];
		end
		out2 = g[0] ;
		out3 = g[1] ;	
		 sort_out={out0,out1,out2,out3,out4,out5};
	end
endfunction
endmodule
</file>
<file path="flow/config.mk">
export PLATFORM = sky130hd
export DESIGN_NAME = CC
export DESIGN_NICKNAME = CC
export VERILOG_FILES = /design/flow/design.v
export SDC_FILE = /design/flow/constraint.sdc
export NUM_CORES = 4
export LEC_CHECK = 1
export CORE_UTILIZATION = 50
</file>
<file path="flow/constraint.sdc">
current_design CC

set clk_period 73.4
set clk_io_pct 0.2

create_clock -name clk0 -period $clk_period

set non_clock_inputs [all_inputs -no_clocks]
set_input_delay [expr $clk_period * $clk_io_pct] -clock clk0 $non_clock_inputs
set_output_delay [expr $clk_period * $clk_io_pct] -clock clk0 [all_outputs]
</file>
==> ci_impl_report.md <==
## Implementation flow summary

| Metric | Value |
|---|---|
| Outcome | finished, final reports clean |
| Share of layout cells above drive strength 1 | a little under a tenth |
| Area leader share | between 10% and 20% |
| Drt first pass iters | 6 |
| Fin worst setup slack | 3.28 ns |
| CP Max Fanout | 20 |
| Gate Count Post-Synth | between 1500 and 2000 |
| Worst slew margin | between 30% and 40% |
| Via density | roughly 6 |
| Largest net degree at the start of global routing | between 40 and 50 |
| Cell repeated most along the worst path | ha_1 |
| Critical Path AT | between 50 and 60 ns |
| ANT cells | 0 |
| Setup TNS | 0 ns |
| Startpoint types | input pin |
| Top area cell types | ha_1, mux2i_1, fa_1 |
| Total length of routed wires | around 35 mm |
| Flip-flop and latch area | 0 um^2 |
| Crit end category | output pin |
| All-Layer GR Usage | between 20 and 30% |
| Clk_buf instances | 0 |
| FP Core Util | a little over 50% |
| Mapped Area | between 0.01 and 0.015 mm^2 |
| CP max stage cell | nor3_1 |
| Final min period | 70.12 ns |
| Setup crit start | in_n3[3] |
| Drt initial violations | a little over 1000 |
| CP max stage delay | 0.71 ns |
| Required time of the critical path | just under 60 ns |
| Tally of OpenROAD warnings | 32 |
| Logic area | 0.0119 mm^2 |
| YS chip area | approximately 0.013 mm^2 |
| Final Hold Fails | 0 |
| Max-cap violations | 0 |
| Vias in the first global route | between 10000 and 15000 |
| End of the critical path | out_n[6] |
| Hpwl dp | roughly 29 mm |
| Row count | between 50 and 60 |
| Yosys Warn Count | 17 |
| Seq_cells | 0 |
| Max Fclk | around 14 MHz |
| I/O Buffers | 38 |
| Post-route ant nets | 0 |
| Area delta synth->final | 9.28% |
| Count leader, synth | nor2_1 |
| Tightest Pin Transition | roughly 0.90 ns |
| Chip width | approximately 160 um |
| Worst Hold Path Cells | 5 |
| Total gr overflow | 0 |
| DR WL/cell | roughly 16 um |
| IO Pins | 38 |
| Number of remaining DRC errors | 0 |
| First-pass GRT wire length | ~59 mm |
| Initial antenna violation count | 0 |
| Die Y | around 160 um |
| Fill cell count | approximately 2400 |
| Worst Hold Class | in -> out |
| Synth top cells by count | nor2_1, nand2_1, inv_1 |
| Yosys Instances | 1842 |
| CORE AREA | roughly 0.024 mm^2 |
| Via Count | around 13000 |
| Routability cong. | approximately 0.97 |
| Fin crit share | a little over nine tenths |
| Kind of critical path | in -> out |
| Seq share, synth | 0% |
| Largest area contributor in the netlist | ha_1 |
| Mean Syn Cell Area | approximately 7 um^2 |
| Chip area | ~0.026 mm^2 |
| Post-synth cell types | approximately 100 |
| Pre-CTS WS | around 0.49 ns |
| Max-slew violations | 0 |
| Final Setup Violations | 0 |
## critical path, delay by kind of cell
kind	cells	cell delay, ns
simple gates	53	11.34
xor+xnor	10	2.31
compound gates	68	14.10
mux	6	1.42
fa+ha+maj	29	8.61
buf+inv	16	2.94
## repair_timing
item	4_1_cts	5_1_grt
resized	0	66
buffers inserted	0	20
hold buffers	0	0
setup endpoints to repair	0	10
## routing by layer
layer,global-route usage [%],part of all wire (%),vias to the layer above
met5,0,0,-
met4,3.94,1.5,0
li1,-,-,6753
met3,2.92,5.8,34
met1,43.6,50,5972
met2,41.9,42,378
## cell families (layout without fill, tap and decap cells)
logic type / Yosys count / in the layout / synth area share [%]
AND/OR/NAND/NOR: 661 / 661 / 25.5
AND-OR/OR-AND: 521 / 521 / 28.7
buffers and inverters: 248 / 267 / 7.65
adder cells (fa/ha/maj): 189 / 189 / 21.1
XOR/XNOR: 120 / 120 / 8.50
multiplexers: 103 / 103 / 8.53
## cell usage in the layout (no fill, tap or decap), drive strengths merged, types with 12 or more instances in the layout
| master | count |
|---|---|
| o21a | 18 |
| nand2 | 183 |
| mux2 | 21 |
| o21ai | 128 |
| nor3 | 49 |
| inv | 181 |
| mux2i | 81 |
| a21oi | 131 |
| fa | 38 |
| xor2 | 37 |
| xnor2 | 83 |
| a211oi | 29 |
| nor4 | 20 |
| buf | 48 |
| o31ai | 15 |
| a21o | 26 |
| and3 | 16 |
| nand2b | 24 |
| or3 | 18 |
| ha | 151 |
| o22ai | 12 |
| nor2 | 188 |
| nand3 | 46 |
| a31oi | 21 |
| and2 | 14 |
| clkdlybuf4s50 | 38 |
| nor2b | 31 |
| nand4 | 32 |
## stage by stage
step	utilization (%)	hold WS (ns)	instance area [um^2]	instances
finish	56.1	30.61	13700	2185
global placement	54.3	30.60	13300	2165
detailed placement	54.3	30.60	13300	2165
global route	56.1	30.70	13700	2185
floorplan	-	29.80	12500	1842
CTS	54.3	30.61	13300	2165
## how the worst min path moves through the flow
| stage | startpoint | endpoint |
|---|---|---|
| 5_1_grt | equ | out_n[3] |
| 6_report | equ | out_n[3] |
| 4_1_cts | equ | out_n[3] |
## layout make-up
class / instances / area share (%)
Inverter: 181 / 4.95
Multi-Input combinational cell: 1594 / 86.7
Tap cell: 324 / 2.96
Timing Repair Buffer: 86 / 5.43
